`./design.v`:
```
`timescale 1ns / 1ps
module counter_16bit_rev(clk,clk_1s,s,reset,gameover,cnt,Rc);
input wire clk,clk_1s,s;
input [4:0]reset;
input gameover;
output reg [15:0] cnt;
output wire Rc;
initial begin 
cnt = 0;
end
assign Rc=(~s&(~|cnt))|(s&(&cnt));
always @(posedge clk_1s) 
	begin
		if (reset==17 ) cnt<=0;	
		if(~s & reset!=17 & gameover ==0 )
		begin
			cnt<=cnt+1;
			if(cnt[3:0]==9) cnt<=cnt+7;
			if(cnt[7:0]==89) cnt<=cnt+167;
			if(cnt[11:0]==2393) cnt<=cnt+1703;
			if(cnt[15:0]==9049) cnt<=0;
		end
	end
endmodule
```
`./run.sh`:
```
#!/bin/bash
# OpenROAD 26Q1-2900-gdf79404cd8, Yosys 0.63+post, stock flow scripts
make -C /OpenROAD-flow-scripts/flow DESIGN_CONFIG=/design/flow/config.mk WORK_HOME=/design/flow/orfs finish
```
`./constraint.sdc`:
```
current_design counter_16bit_rev

set clk_period 5.5
set clk_io_pct 0.2

create_clock -name clk0 -period $clk_period [get_ports {clk_1s}]

set non_clock_inputs [all_inputs -no_clocks]
set_input_delay [expr $clk_period * $clk_io_pct] -clock clk0 $non_clock_inputs
set_output_delay [expr $clk_period * $clk_io_pct] -clock clk0 [all_outputs]
```
`./config.mk`:
```
export PLATFORM = sky130hd
export DESIGN_NAME = counter_16bit_rev
export DESIGN_NICKNAME = counter_16bit_rev
export VERILOG_FILES = /design/flow/design.v
export SDC_FILE = /design/flow/constraint.sdc
export NUM_CORES = 4
export LEC_CHECK = 1
export CORE_AREA = 10 10 106 106
export DIE_AREA = 0 0 116 116
```
==> qor.csv <==
stage,metric,value,unit
status,status,finished clean,
setup_path,stage delay of the slowest cell on the critical path,0.54,ns
timing,max_slew headroom,0.716,
logic_synthesis,biggest area consumer among synthesized cells,sky130_fd_sc_hd__edfxtp_1,
logic_synthesis,"Warnings, synthesis",1,
clock_tree,CTS H-Tree Depth,1,
clock_tree,clock latency (worst-skew pair),0.25,ns
global_routing,via count of the first global-routing pass,847,
setup_path,Critical path buffers and inverters,2,
setup_path,data required time of the worst path,4.40,ns
logic_synthesis,synthesized instance count,106,
detailed_routing,average wire per standard cell,12.2,um
detailed_routing,1st-pass router iterations,4,
detailed_routing,sum of routed wire length over all layers,2930,um
power_and_ir_drop,total chip power,0.285,mW
timing,transition time at the pin with the least slew margin,0.424,ns
setup_path,top cell family by delay on the critical path,buffers and inverters,
die,DIE WIDTH,116,um
job,Max Cap Violations,0,
power_and_ir_drop,power density of the placed cells,185,mW/mm^2
setup_path,origin of the critical flop-to-flop path,cnt[1],
logic_synthesis,synthesized area per cell,10.7,um^2
clock_tree,clock slew at the register clock pins of the worst setup and hold paths,0.06,ns
logic_synthesis,async set or reset register ratio after synthesis,0,
global_routing,antenna violations before repair,0,
logic_synthesis,Synth Register Bits,16,
timing,Worst Skew,0.00446,ns
clock_tree,clock tree from TritonCTS,yes,
logic_synthesis,commonest register cell after synthesis,sky130_fd_sc_hd__edfxtp_1,
power_and_ir_drop,maximum ir drop on the vdd rail,0.0779,mV
setup_path,Critical R2R Capture,cnt[12],
timing,fin. max-slew vios,0,
global_routing,aggregate global routing overflow,0,
placement,Detail Placement HPWL,2250,um
clock_tree,CTS Hold Bufs,0,
min_path,end of the worst hold path,cnt[14],
job,Tool Warnings,26,
clock_tree,post-CTS setup buffer count,0,
logic_synthesis,leading cell types by count after synthesis,"sky130_fd_sc_hd__edfxtp_1 (16), sky130_fd_sc_hd__nor2_1 (15), sky130_fd_sc_hd__nand2_1 (9), sky130_fd_sc_hd__xnor2_1 (9), sky130_fd_sc_hd__ha_1 (4)",
final_layout,fraction of layout instances using a drive strength above 1,0.136,
min_path,hold depth,2,
logic_synthesis,yosys-reported design area after synthesis,0.00114,mm^2
final_layout,largest registers,cnt x16,
final_layout,number of flip-flops in the largest register,16,
timing,setup repair after global routing missed its margin,false,
global_routing,wire length of the first global-routing pass,4620,um
detailed_routing,number of antenna cells inserted,0,
timing,number of endpoints failing setup at the final stage,0,
setup_path,number of cells traversed by the worst register-to-register path,8,
setup_path,Most Frequent Cell on Critical Path,sky130_fd_sc_hd__clkdlybuf4s50_1,
logic_synthesis,count of library flops with an enable pin,16,
final_layout,fill cell total of the finished layout,965,
placement,count of input and output buffers,24,
global_routing,overall fraction of global-route tracks in use,0.0434,
setup_path,"Max FO, Critical Path",4,
timing,"Min Clock Period, post-route",4.01,ns
detailed_routing,vias,896,
logic_synthesis,most frequent cell after synthesis,sky130_fd_sc_hd__edfxtp_1,
clock_tree,Clock Sinks,16,
setup_path,data arrival time of the worst path,2.91,ns
setup_path,Critical Path Start Type,input port,
logic_synthesis,"Seq/Total Area, Yosys",0.422,
power_and_ir_drop,leakage power,0.480,nW
timing,highest clock frequency the design can meet,250,MHz
detailed_routing,Iter 0 DRT Violations,72,
die,vertical die size,116,um
logic_synthesis,ranking of synthesized cells by area,"sky130_fd_sc_hd__edfxtp_1 (42%), sky130_fd_sc_hd__xnor2_1 (6.9%), sky130_fd_sc_hd__nor2_1 (4.9%)",
die,core utilization at floorplan,0.129,
global_routing,largest net degree at the start of global routing,17,
die,area inside the core boundary,0.00885,mm^2
die,number of rows in the core area,34,
logic_synthesis,Synth top area share,0.422,
min_path,startpoint of the worst hold path,cnt[14],
logic_synthesis,count of distinct cell types in the synthesized netlist,43,
min_path,Worst Hold Class,register to register,
die,Ports,26,
clock_tree,Longest Clk Path Bufs,2,
timing,Hold Fails Final Rpt,0,
clock_tree,number of buffers created by CTS,3,
setup_path,cells along the critical path,clkdlybuf4s50_1 -> nand4_1 -> or4_1 -> o21ai_0 -> clkdlybuf4s50_1,
placement,routability congestion estimate from global placement,0.788,
timing,aggregate negative setup slack,0,ns
clock_tree,cell chosen for the clock root,sky130_fd_sc_hd__clkbuf_8,
detailed_routing,via/cell ratio,3.73,
detailed_routing,drt drc,0,
setup_path,critical path type,input port to output pin,
final_layout,register bank with the most flops,cnt,
setup_path,highest-delay cell along the critical path,sky130_fd_sc_hd__clkdlybuf4s50_1,
final_layout,area growth from synthesis to final layout,35.5,%
setup_path,register-to-register setup slack,2.67,ns
timing,final period utilization,0.728,
logic_synthesis,yosys stat cell total,106,
die,Die ar.,0.0135,mm^2
detailed_routing,number of nets with antenna violations after detailed routing,0,
setup_path,Crit. End Element,output pin,
clock_tree,cells resized by post-CTS repair,0,
logic_synthesis,Synth Cell Area,0.00114,mm^2
## cell usage in the layout (no fill, tap or decap), drive strengths merged, types with 2 or more instances in the layout
cell           synthesis  routed
a21o                   2       2
a21oi                  2       2
a31oi                  2       2
and2                   3       3
and3                   2       2
clkbuf                 0       3
clkdlybuf4s50          0      24
edfxtp                16      16
ha                     4       4
nand2                  9       9
nand3                  3       3
nand4                  4       4
nor2                  16      16
nor3                   4       4
nor4                   3       3
o21ai                  4       4
or3                    2       2
or4                    3       3
xnor2                  9       9
xor2                   2       2
## report_power, final
group	internal [mW]	switching [mW]	leakage, nW
Combinational	0.0240	0.0167	0.301
Sequential	0.141	0.0109	0.156
Clock	0.0496	0.0426	0.0231
## worst register-to-register path: cells and delay by family (launching register included)
kind	cells	cell delay (ns)
AND-OR/OR-AND	2	0.64
flip-flops	1	0.49
XOR/XNOR	1	0.15
adder cells (fa/ha/maj)	1	0.31
AND/OR/NAND/NOR	4	0.99
## per-stage QoR
| stage | setup slack [ns] | hold WS (ns) | std cells | area, um^2 | util |
|---|---|---|---|---|---|
| floorplan | 2.77 | 0.602 | 106 | 1140 | - |
| global placement | 1.47 | 0.686 | 236 | 1500 | 0.169 |
| detailed placement | 1.48 | 0.699 | 236 | 1500 | 0.169 |
| CTS | 1.48 | 0.718 | 240 | 1540 | 0.174 |
| global route | 1.32 | 0.757 | 240 | 1540 | 0.174 |
| finish | 1.49 | 0.711 | 240 | 1540 | 0.174 |
## area by class of cell
class	count	area [um^2]	share of cell area
Clock buffer	3	41.3	0.0268
Clock inverter	1	3.75	0.00243
Multi-Input combinational cell	87	634	0.411
Sequential cell	16	480	0.311
Tap cell	108	135	0.0876
Timing Repair Buffer	25	248	0.161
## cells by family (layout without fill, tap and decap cells)
logic type / after synthesis / count (layout) / synth area share
AOI/OAI and AO/OA: 16 / 16 / 0.124
xor gates and xnor gates: 11 / 11 / 0.0846
adders and majority gates: 5 / 5 / 0.0615
buffers and inverters: 3 / 29 / 0.0209
DFF: 16 / 16 / 0.422
muxes: 1 / 1 / 0.00879
and+or+nand+nor: 54 / 54 / 0.278
## worst max-delay path by stage
stage     from  end  slack, ns  cells after the start
5_1_grt      s   Rc       1.32                      5
6_report     s   Rc       1.49                      5
4_1_cts      s   Rc       1.48                      5
## layer usage
layer  vias to the layer above  GRT usage  share of wire
met2                        28     0.0588           0.40
met5                         -          0              0
met4                         0    0.00250         0.0048
li1                        453          -              -
met1                       413     0.0622           0.47
met3                         2     0.0235           0.12
No activity file was given, so power comes from the tool's default toggle rates.
